==> flow/design.v <==
module memory_module #(
    parameter DATA_WIDTH = 8,
    parameter MAX_ADDR = 64,
    parameter ADDRSIZE = log2(MAX_ADDR)
)(
    input wire clk,
    input wire rd_en,
    input wire [ADDRSIZE - 1 : 0] rd_addr,
    input wire wr_en,
    input wire [ADDRSIZE - 1 : 0] wr_addr,
    input wire [DATA_WIDTH - 1 : 0] wr_data,
    output reg [DATA_WIDTH - 1 : 0] rd_data
);
    function integer log2;  
        input integer value;
        integer tmp;
        begin
            log2 = 0;
            for(tmp = 1; tmp < value; tmp = tmp * 2)
                log2 = log2 + 1;
        end
    endfunction
    reg [DATA_WIDTH - 1 : 0] mem_cell [MAX_ADDR - 1 : 0];
    always @(posedge clk) begin
        if(rd_en) begin
            rd_data <= mem_cell[rd_addr];
        end
    end
    always @(posedge clk) begin
        if(wr_en) begin
            mem_cell[wr_addr] <= wr_data;
        end
    end
endmodule
==> flow/run.sh <==
#!/bin/bash
# OpenROAD 26Q1-2900-gdf79404cd8, Yosys 0.63+post, stock flow scripts
make -C /OpenROAD-flow-scripts/flow DESIGN_CONFIG=/design/flow/config.mk WORK_HOME=/design/flow/orfs finish
==> flow/config.mk <==
export PLATFORM = sky130hd
export DESIGN_NAME = memory_module
export DESIGN_NICKNAME = memory_module
export VERILOG_FILES = /design/flow/design.v
export SDC_FILE = /design/flow/constraint.sdc
export NUM_CORES = 4
export LEC_CHECK = 1
export CORE_UTILIZATION = 30
==> flow/constraint.sdc <==
current_design memory_module

set clk_period 4.2
set clk_io_pct 0.2

create_clock -name clk0 -period $clk_period [get_ports {clk}]

set non_clock_inputs [all_inputs -no_clocks]
set_input_delay [expr $clk_period * $clk_io_pct] -clock clk0 $non_clock_inputs
set_output_delay [expr $clk_period * $clk_io_pct] -clock clk0 [all_outputs]
==> ds_physical_params.txt <==
Characteristics after synthesis and place and route

Parameter                              Value

Run status
  Outcome .................. finished, final reports clean

Global route
  Grt total ovfl .................. 0
  Antenna violations before repair .................. 0
  First-pass GRT wire length .................. 68.0 mm
  Total track usage .................. 0.145
  Pin count of the biggest net entering global routing .................. 65
  Number of global-route vias before repair .................. 10,900

Pwr
  Peak ir drop on the vdd network .................. 0.297 mV
  Total design power .................. 10.9 mW
  Switching Share .................. 0.202
  Proportion of power drawn by combinational gates .................. 0.050
  Pwr per Cell Area .................. 459 mW/mm2
  Relative contribution of sequential cells to total power .................. 0.530
  Clk network pwr share .................. 0.420
  Net Sw Power .................. 2.19 mW
  Design internal power .................. 8.69 mW
  Static leakage .................. 7.42 nW

Place
  I/O Buffers .................. 30
  Placed insts .................. 1,880
  Worst slack after detailed placement .................. 655 ps
  Placer Congestion .................. 0.851
  Detailed placer's ending HPWL .................. 28.4 mm

Worst setup path
  Critical setup path kind .................. input pin to register
  Endpoint class of the critical path .................. register
  Highest fanout seen on the critical path .................. 41
  Endpoint arrival time on the critical path .................. 3210 ps
  Critical path required time .................. 4500 ps
  Category of the worst setup path launch point .................. input pin

Floorplan
  Number of core rows .................. 94
  Total die size .................. 0.0685 mm2
  Height of the die .................. 262 um
  Core Area .................. 0.0662 mm2
  X dimension of the die .................. 262 um
  Floorplan core density .................. 0.306
  Number of top-level design ports .................. 31

Detailed routing
  Routed vias .................. 9,732
  DRC violation count after routing .................. 0
  Count of antenna-violating nets left after detailed routing .................. 0
  Ant diodes .................. 0
  Detailed-router iteration count before antenna repair .................. 5
  Initial detailed-routing violation count .................. 523
  Routed WL per cell .................. 22.6 um
  Post-detailed-routing wire length .................. 44.5 mm
  Detail-routed via count per cell .................. 4.94

Run
  Max-capacitance violation count .................. 0
  Total tool warning count .................. 25

Cells and area
  Layout cells sized above 1 .................. 0.293
  Final cell count without fillers .................. 1,972
  Filler Cell Count .................. 6,008
  Comb gate area .................. 0.00432 mm2
  Final core utilization .................. 0.358
  FF+latch area .................. 0.0156 mm2
  Area added between synthesis and finish .................. 17.1%

STA
  Endpoints failing setup .................. 0
  Max Clock Freq .................. 344 MHz
  Final Critical Period .................. 2910 ps
  Slew at the pin with the worst max-slew slack .................. 843 ps
  Worst slew slack as a fraction of its limit .................. 0.436
  Total count of hold-check failures in the final report .................. 0
  Unrepaired setup endpoints after global routing .................. false
  Setup Skew .................. 11.9 ps
  Worst setup slack after layout .................. 1290 ps
  Final worst-path cycle share .................. 0.693
  Fin Setup TNS .................. 0 ps
  Max Slew Vio Count .................. 0

Logic synthesis
  Post-synth tally of flip-flops with integrated enable .................. 520
  Number of distinct standard cells referenced by the synthesized netlist .................. 39
  Share of synthesized registers carrying an async set or reset .................. 0
  Cell type with the largest total area after synthesis .................. edfxtp_1
  Synth Instances .................. 940
  Cell area after synthesis .................. 0.0202 mm2
  Cell count listed in synth_stat.txt .................. 940
  Avg Synthesized Cell Area .................. 21.5 um2
  Yosys reg bits .................. 520
  Fraction of the yosys area taken by sequential cells .................. 0.771
  Warnings from Yosys .................. 1
  Main synth FF type .................. edfxtp_1
  Cell area leaders .................. edfxtp_1 77%, mux4_2 14%, nor2_1 1.5%
  Area share of the largest cell type after synthesis .................. 0.771
  YS chip area .................. 0.0202 mm2

Clocking
  # resized after CTS .................. 0
  CTS clock-pin slew for the worst setup and hold paths .................. 60 ps
  Clock sinks .................. 520
  Clock Tree Root .................. clkbuf_16
  Insertion Delay late pin .................. 570 ps
  Number of setup buffers added after CTS .................. 0
  Number of buffers created by CTS .................. 50
  Depth of the CTS H-tree .................. 2
  TritonCTS clock tree .................. done
  Total of hold buffers inserted after clock tree synthesis .................. 0
  Max Root-Sink Buffers .................. 3

Worst hold path
  Min-Delay Path Class .................. input pin to register
-- critical path, cell delays in order --
cell      delay, ps
clkbuf_8        440
buf_12          260
mux4_2          540
mux4_2          500
o21ai_0         480
nand2_1          90
-- placed cells by master, fill, tap and decap left out, types with 4 or more instances in the layout --
master | Yosys | routed
nand2_1 | 19 | 19
nor3_1 | 7 | 7
clkbuf_16 | 0 | 53
clkinv_1 | 0 | 10
mux2i_1 | 23 | 23
clkinv_2 | 0 | 11
clkdlybuf4s50_1 | 0 | 18
nand3_1 | 13 | 13
buf_2 | 11 | 9
mux2_2 | 13 | 13
nor2b_1 | 14 | 14
clkbuf_1 | 17 | 7
buf_4 | 13 | 97
o22ai_1 | 8 | 8
a221oi_1 | 6 | 6
bufinv_16 | 0 | 7
mux4_2 | 126 | 126
nor2_1 | 83 | 83
nand2b_1 | 7 | 7
o221ai_1 | 8 | 8
edfxtp_1 | 520 | 520
a211oi_1 | 4 | 4
-- through the flow --
step	instance area, um2	hold slack, ps
after CTS	23700	831
after global routing	23700	864
after floorplan	20200	797
after global placement	22000	926
after detailed placement	22000	931
final	23700	838
-- final timing paths --
path	from	to	slack (ps)	depth (start not counted)
min	wr_data[3]	mem_cell[54][3]$_DFFE_PP_	840	1
max reg2reg	mem_cell[55][7]$_DFFE_PP_	rd_data[7]$_DFFE_PP_	1980	4
max	rd_addr[0]	rd_data[7]$_DFFE_PP_	1290	6
min reg2reg	mem_cell[34][0]$_DFFE_PP_	rd_data[0]$_DFFE_PP_	950	4
-- sequential cells by signal, indices dropped and copies added (netlist names) --
| signal | cells |
|---|---|
| mem_cell | 512 |
| rd_data | 8 |
-- synthesized netlist by cell type, drive strengths merged (6+ instances only) --
cell and number:
mux4 126, edfxtp 520, nor2b 14, o22ai 8, buf 34, clkbuf 17, mux2i 23, nand3 13
o221ai 8, nor3 7, mux2 13, nor2 83, nand2b 7, nand2 19, a221oi 6
-- power by group through the flow --
| stage | clock [mW] | combinational, mW | sequential (mW) |
|---|---|---|---|
| CTS | 4.67 | 0.554 | 5.77 |
| global route | 4.86 | 0.590 | 5.77 |
| finish | 4.58 | 0.541 | 5.77 |
-- cells by family after synthesis --
kind of cell	share of synthesized area
buffers and inverters	0.0156
AOI/OAI and AO/OA	0.0206
DFF	0.771
muxes	0.159
and+or+nand+nor	0.0337
-- cell type report --
class                      instances  area share
multi-input combinational        369       0.182
sequential                       520       0.659
tap                              864      0.0456
timing repair buffer             127      0.0425
clock buffer                      60      0.0571
clock inverter                    32      0.0141
-- metal layers --
metal | share of wire | track usage
met1 | 0.37 | 0.187
met2 | 0.48 | 0.220
met3 | 0.13 | 0.0861
met4 | 0.024 | 0.0286
met5 | 0 | 0
No activity file was given, so power comes from the tool's default toggle rates.
