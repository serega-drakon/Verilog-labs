===== design/flow/design.v =====
module mul_simple #(     
    parameter DATA_1_WIDTH = 8,
    parameter DATA_2_WIDTH = DATA_1_WIDTH,
    parameter RES_WIDTH = DATA_1_WIDTH + DATA_2_WIDTH
)(
    input wire [DATA_1_WIDTH - 1 : 0] first,
    input wire [DATA_2_WIDTH - 1 : 0] second,
    output wire [RES_WIDTH - 1 : 0] result
);
    wire [RES_WIDTH - 1 : 0] first_byte_extended;
    assign first_byte_extended = {{(RES_WIDTH - DATA_1_WIDTH){1'b0}}, first[DATA_1_WIDTH - 1 : 0]};
    wire [RES_WIDTH - 1 : 0] mul_by_digit [DATA_2_WIDTH - 1 : 0];
    genvar i;
    generate for(i = 0; i < DATA_2_WIDTH; i = i + 1) begin : loop_mul
        assign mul_by_digit[i] = (first_byte_extended << i) & {RES_WIDTH{second[i]}};
    end
    endgenerate
    wire [RES_WIDTH - 1 : 0] mid_data [DATA_2_WIDTH - 1 : 0];
    generate for(i = 0; i < DATA_2_WIDTH; i = i + 1) begin : loop_sum
        if(i == 0)
            assign mid_data[i] = mul_by_digit[i];
        else
            assign mid_data[i] = mid_data[i - 1] + mul_by_digit[i];  
    end              
    endgenerate      
    assign result = mid_data[DATA_2_WIDTH - 1];
endmodule
module mul #(  
    parameter DATA_WIDTH = 32,
    parameter RES_WIDTH = DATA_WIDTH * 2,
    parameter PART_DATA_WIDTH = 8  
)(
    input wire clk,
    input wire reset,
    input wire rd_en,
    input wire wr_en,
    input wire [DATA_WIDTH - 1 : 0] wr_data_1,   
    input wire [DATA_WIDTH - 1 : 0] wr_data_2,
    output wire [RES_WIDTH - 1 : 0] rd_data,
    output reg wr_ready,
    output reg rd_ready,
    output reg rd_val
);
    reg [DATA_WIDTH - 1 : 0] wr_data_1_save;
    reg [DATA_WIDTH - 1 : 0] wr_data_2_save;
    reg [RES_WIDTH - 1 : 0] result;
    localparam EXT_WIDTH = DATA_WIDTH + DATA_WIDTH % PART_DATA_WIDTH;
    wire [EXT_WIDTH - 1 : 0] wr_data_2_save_extended;
    generate if(EXT_WIDTH == DATA_WIDTH) begin : gen_if_ext
        assign wr_data_2_save_extended = wr_data_2_save;
    end
    else begin
        assign wr_data_2_save_extended = {{(EXT_WIDTH - DATA_WIDTH){1'b0}}, wr_data_2_save[DATA_WIDTH - 1 : 0]};
    end  
    endgenerate
    localparam STEP_COUNT = EXT_WIDTH / PART_DATA_WIDTH;
    localparam STEP_WIDTH = $clog2(STEP_COUNT);
    reg [STEP_WIDTH- 1 : 0] step;
    wire [PART_DATA_WIDTH - 1 : 0] part_second [STEP_COUNT - 1 : 0];
    genvar i;
    generate for(i = 0; i < STEP_COUNT; i = i + 1) begin : loop_parts
        assign part_second[i] = wr_data_2_save_extended[PART_DATA_WIDTH * (i + 1) - 1 : PART_DATA_WIDTH * i];
    end      
    endgenerate
    localparam PART_RES_WIDTH = RES_WIDTH;
    wire [PART_RES_WIDTH - 1 : 0] part_res;
    mul_simple #(.DATA_1_WIDTH(DATA_WIDTH), .DATA_2_WIDTH(PART_DATA_WIDTH), .RES_WIDTH(PART_RES_WIDTH)) mul_simple_main
               (wr_data_1_save, part_second[step], part_res);
    localparam STEP_MUL_PDW_WIDTH = $clog2(STEP_COUNT * PART_DATA_WIDTH);  
    wire [STEP_MUL_PDW_WIDTH - 1 : 0] step_mul_PDW;
    localparam PDW_WIDTH = $clog2(PART_DATA_WIDTH + 1);
    generate if(PDW_WIDTH < STEP_WIDTH) begin : gen_if_compare
    mul_simple #(.DATA_1_WIDTH(STEP_WIDTH), .DATA_2_WIDTH(PDW_WIDTH), .RES_WIDTH(STEP_MUL_PDW_WIDTH))
        mul_simple_step (step, PART_DATA_WIDTH [PDW_WIDTH - 1 : 0], step_mul_PDW);
    end
    else begin : gen_else_compare
    mul_simple #(.DATA_1_WIDTH(PDW_WIDTH), .DATA_2_WIDTH(STEP_WIDTH), .RES_WIDTH(STEP_MUL_PDW_WIDTH))
        mul_simple_step (PART_DATA_WIDTH [PDW_WIDTH - 1 : 0], step, step_mul_PDW);
    end
    endgenerate
    assign rd_data = result;
    always @(posedge clk)
        if(reset)
            wr_ready <= 1;
        else
            wr_ready <= (wr_en) ? 0 :
                (rd_en & rd_ready) ? 1 : wr_ready;
    always @(posedge clk)
        if(reset)
            rd_ready <= 0;
        else
            rd_ready <= (rd_en) ? 0 :
                (step == STEP_COUNT - 1) ? 1 : rd_ready;
    always @(posedge clk) begin
        if(reset) begin
            wr_data_1_save <= 0;
            wr_data_2_save <= 0;
        end
        else begin
            wr_data_1_save <= (wr_en & wr_ready) ? wr_data_1 : wr_data_1_save;
            wr_data_2_save <= (wr_en & wr_ready) ? wr_data_2 : wr_data_2_save;
        end
    end
    always @(posedge clk)
        if(reset)
            step <= 0;
        else
            step <= (step == STEP_COUNT - 1) ? 0 :
                (~wr_ready) ? step + 1 : step;
    always @(posedge clk)
        if(reset)
            result <= 0;
        else
            result <= (~rd_ready & ~wr_ready) ? result + ((part_res) << step_mul_PDW) : result;
    always @(posedge clk)
        if(reset)
            rd_val <= 0;
        else
            rd_val <= (rd_en) ? rd_ready : rd_val;
endmodule

===== design/flow/run.sh =====
#!/bin/bash
# OpenROAD 26Q1-2900-gdf79404cd8, Yosys 0.63+post, stock flow scripts
make -C /OpenROAD-flow-scripts/flow DESIGN_CONFIG=/design/flow/config.mk WORK_HOME=/design/flow/orfs finish

===== design/flow/config.mk =====
export PLATFORM = sky130hd
export DESIGN_NAME = mul
export DESIGN_NICKNAME = mul
export VERILOG_FILES = /design/flow/design.v
export SDC_FILE = /design/flow/constraint.sdc
export NUM_CORES = 4
export LEC_CHECK = 1
export CORE_UTILIZATION = 50

===== design/flow/constraint.sdc =====
current_design mul

set clk_period 37.7
set clk_io_pct 0.2

create_clock -name clk0 -period $clk_period [get_ports {clk}]

set non_clock_inputs [all_inputs -no_clocks]
set_input_delay [expr $clk_period * $clk_io_pct] -clock clk0 $non_clock_inputs
set_output_delay [expr $clk_period * $clk_io_pct] -clock clk0 [all_outputs]

==> ci_impl_report.md <==
### Flow metrics

| Metric | Value |
|---|---|
| Hold WS | `0.458 ns` |
| Gr ovfl total | `0` |
| Setup TNS Final | `0 ns` |
| 1st-pass router iterations | `5` |
| Period utilisation layout | `a little over a quarter` |
| Cell total after placement | `2645` |
| Hold Path Class | `register to register` |
| Via Count | `15046` |
| Max transition margin | `~46%` |
| Layout cells sized above 1 | `4.26%` |
| Syn Inst Count | `about 2200` |
| Synth Area per Inst | `7.95 um^2` |
| ANT cells | `0` |
| Pleak | `0.00925 uW` |
| Cells in synth_stat.txt | `2169` |
| Clock Tree Buf Depth | `2` |
| Die area | `35200 um^2` |
| Maxcap violations | `0` |
| Ys flop type | `dfxtp_1` |
| Setup crit start kind | `register` |
| Status | `finished clean` |
| Yosys Chip Area | `17200 um^2` |
| Sequential share of the synthesized area | `15.4%` |
| CTS tree | `yes` |
| Crit-path max cell delay | `0.72 ns` |
| RSZ-0062 raised after global routing | `no` |
| Post-route non-filler standard cell count | `2677` |
| Area leader share | `a little over a fifth` |
| Final hold viol count | `0` |
| Crit-path max FO | `35` |
| Post-CTS Setup Bufs | `0` |
| Hold_buf cts | `0` |
| Fmax | `a little under 100 MHz` |
| Power per cell area | `23.5 nW/um^2` |
| Rows | `67` |
| Log Warnings | `30` |
| CP Capture Type | `register` |
| Root Buffer | `clkbuf_16` |
| Post-route DRC violation count | `0` |
| Clk slew on worst S/H paths | `0.07 ns` |
| Max-slew violation count | `0` |
| CTS Buf Count | `17` |
| Final Cell Area | `19400 um^2` |
| Die width | `188 um` |
| Post-synth EDFFs | `0` |
| Fin crit period | `~10 ns` |
| Slowest cell on the critical path | `ha_1` |
| Largest net degree at the start of global routing | `70` |
| Routed wire length | `48.4 mm` |
| Post-synth area hogs | `fa_1 21%, dfxtp_1 15%, ha_1 9.1%, nand2_1 8.6%, and2_1 7.1%` |
| Overall fraction of global-route tracks in use | `between 20% and 30%` |
| First-pass GRT wire length | `78.1 mm` |
| FP Core Util | `51.1%` |
| Io pins | `roughly 140` |
| Post-Syn Area | `about 17000 um^2` |
| Cell mode on critical path | `fa_1` |
| Maximum VDD drop | `0.0350 mV` |
| Per-cell routed wire length | `18.1 um` |
| Asr flop ratio synth | `0%` |
| DPL Wire Length | `approximately 37 mm` |
| Ys flops | `approximately 130` |
| Die H | `about 190 um` |
| Worst-skew pair later-pin latency | `0.46 ns` |
| Most area-hungry cell type in the Yosys netlist | `fa_1` |
| Unique cell types | `85` |
| Vias in the first global route | `roughly 15000` |
| Yosys warns | `3` |
| Final setup viols | `0` |
| Clk sink count | `133` |
| Core area | `33700 um^2` |
| Skew final | `0.0210 ns` |
| Iter 0 DRT Violations | `between 800 and 900` |
| Area grow syn2layout | `12.6%` |
| Initial antenna violation count | `0` |
| WS Path Type | `register to register` |
| IO Port Bufs | `134` |
| DRT antenna net count | `0` |
| DP Area | `18800 um^2` |
| Htree depth | `4` |
| RD Place Congestion | `0.932` |
| CP arrival | `10.60 ns` |
| Vias per cell | `5.62` |
| Worst-Margin Slew | `between 0.8 and 0.9 ns` |
| Post-cts resize count | `0` |
| Required @ worst endpoint | `38.03 ns` |
cells in the mapped netlist (all sizes together) (4+ instances only):
cell    number
a211o        8
and3        10
nor3        20
buf         27
nand3       30
clkbuf      94
a21o        72
mux2i       36
o31ai        7
nor2b        6
nand2      395
inv        163
xor2        31
a21oi      224
nor2       104
o211ai      10
fa         183
or3         10
mux2         5
ha         126
a22o         4
dfxtp      133
o22ai        4
o21a        10
o21ai       61
o21bai      19
or2          4
a222oi       8
a41oi        4
xnor2       52
a211oi      11
nand4       20
nand2b      12
a31oi       14
and2       196
cell usage in the layout (no fill, tap or decap), drive strengths merged, types with 30 or more instances in the layout:
cell | synthesis | final
a21o | 72 | 72
a21oi | 224 | 224
and2 | 196 | 196
clkdlybuf4s50 | 0 | 133
dfxtp | 133 | 133
fa | 183 | 183
ha | 126 | 126
inv | 163 | 171
mux2i | 36 | 36
nand2 | 395 | 395
nand3 | 30 | 30
nor2 | 104 | 104
o21ai | 61 | 61
xnor2 | 52 | 52
xor2 | 31 | 31
routing by layer:
layer	routed length [um]	global-route usage (%)
met1	21300	43.8
met2	22800	45.3
met3	3430	7.46
met4	826	4.25
met5	0	0
cells by family (layout without fill, tap and decap cells):
family,Yosys count,in the layout,share of synthesized area (%)
DFF,133,133,15.4
adders and majority gates,309,309,30.4
muxes,41,41,2.42
and+or+nand+nor,819,819,22.3
buffers and inverters,285,345,6.41
AOI/OAI and AO/OA,499,499,18.8
xor gates and xnor gates,83,83,4.22
final cells by class:
cell class | count | area [um^2]
inverter | 164 | 616
timing repair buffer | 149 | 1450
tap | 448 | 561
fill | 3087 | 14300
clock inverter | 15 | 180
sequential | 133 | 2660
multi-input combinational | 1751 | 13500
clock buffer | 17 | 425
flip-flops by register name, summed over array words and instances (netlist names):
| signal | count |
|---|---|
| rd_val | 1 |
| rd_ready | 1 |
| step | 2 |
| wr_ready | 1 |
| wr_data_1_save | 32 |
| wr_data_2_save | 32 |
| result | 64 |
final timing paths:
| kind | from | endpoint | slack [ns] | depth (start not counted) |
|---|---|---|---|---|
| setup / recovery | step[0] | result[58] | 27.43 | 34 |
| hold / removal | wr_data_2_save[1] | wr_data_2_save[1] | 0.46 | 2 |
| setup reg to reg | step[0] | result[58] | 27.43 | 34 |
| hold reg to reg | wr_data_2_save[1] | wr_data_2_save[1] | 0.46 | 2 |
metrics by stage:
stage | setup WS [ns] | total power, uW | utilization, %
2_1_floorplan | 28.70 | 241 | -
3_3_place_gp | 27.52 | 286 | 55.8
3_5_place_dp | 27.54 | 286 | 55.8
4_1_cts | 27.49 | 460 | 57.6
5_1_grt | 26.85 | 479 | 57.6
6_report | 27.43 | 455 | 57.6
where the power goes:
part	leakage [uW]	switching, uW	internal, uW
registers	0.00108	9.79	147
clock network	0.000292	82.1	89.6
logic	0.00788	77.4	49.1
total	0.00925	169	286
critical path: cells and delay by family, from the launching register on:
| family | cells | cell delay [ns] |
|---|---|---|
| mux | 3 | 0.69 |
| xor+xnor | 2 | 0.38 |
| simple gates | 4 | 0.95 |
| fa+ha+maj | 7 | 3.62 |
| buf+inv | 4 | 0.97 |
| flops | 1 | 0.32 |
| compound gates | 14 | 3.18 |
Power figures rest on the tool's default switching activity, not on a simulated workload.
