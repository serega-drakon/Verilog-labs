### flow/config.mk
export PLATFORM = sky130hd
export DESIGN_NAME = lifo
export DESIGN_NICKNAME = lifo
export VERILOG_FILES = /design/flow/design.v
export SDC_FILE = /design/flow/constraint.sdc
export NUM_CORES = 4
export LEC_CHECK = 1
export CORE_UTILIZATION = 40
### flow/constraint.sdc
current_design lifo

set clk_period 5.1
set clk_io_pct 0.2

create_clock -name clk0 -period $clk_period [get_ports {clk}]

set non_clock_inputs [all_inputs -no_clocks]
set_input_delay [expr $clk_period * $clk_io_pct] -clock clk0 $non_clock_inputs
set_output_delay [expr $clk_period * $clk_io_pct] -clock clk0 [all_outputs]
### flow/design.v
module lifo#(
    parameter LIFO_DEPTH = 8,
    parameter DATA_WIDTH = 8
)(
    input wire clk,
    input wire reset,
    input wire rd_en,
    input wire wr_en,
    input wire [DATA_WIDTH - 1 : 0] wr_data,
    output wire [DATA_WIDTH - 1 : 0] rd_data,
    output wire wr_ready,
    output wire rd_ready,
    output reg rd_val
);
    localparam LEN_LENTH = $clog2(LIFO_DEPTH + 1);
    reg [DATA_WIDTH - 1 : 0] array [LIFO_DEPTH - 1 : 0];
    reg [LEN_LENTH - 1 : 0] len;
    assign wr_ready = len < LIFO_DEPTH;
    assign rd_ready = len > 0;
    assign rd_data = array[0];
    always @(posedge clk) begin
        if(reset)
            rd_val <= 0;
        else
            rd_val <= (rd_en) ? rd_ready : rd_val;
    end
    generate if(LIFO_DEPTH > 1) begin : ifgenStack
        always @(posedge clk) begin
            if(reset)
                array[0] <= array[0];
            else
                array[0] <= (wr_en & wr_ready) ? wr_data :
                    (rd_en) ? array[1] : array[0];
        end
    end
    else if(LIFO_DEPTH == 1) begin : ifgenSimpleStack
        always  @(posedge clk) begin
            if(reset)
                array[0] <= array[0];
            else
                array[0] <= (wr_en & wr_ready) ? wr_data : array[0];
        end
    end
    endgenerate
    genvar i;
    generate for(i = 1; i < LIFO_DEPTH; i = i + 1) begin : loopArray
        if(i != LIFO_DEPTH - 1) begin
            always @(posedge clk)
                if(reset)
                    array[i] <= array[i];
                else
                    array[i] <= (wr_en & wr_ready & ~rd_en) ? array[i - 1] :
                        (~wr_en & rd_en & rd_ready) ? array[i + 1] : array[i];
        end
        else begin
            always @(posedge clk)
                if(reset)
                    array[i] <= array[i];
                else
                    array[i] <= (wr_en & wr_ready & ~rd_en) ? array[i - 1] : array[i];
        end
    end
    endgenerate
    always  @(posedge clk) begin
        if(reset)
            len <= 0;
        else
            len <= (~wr_en & rd_en & len > 0) ? len - 1 :
            (wr_en & ~rd_en & wr_ready) ? len + 1 :
            (wr_en & rd_en & len == 0) ? 1 : len;
    end
endmodule
### flow/run.sh
#!/bin/bash
# OpenROAD 26Q1-2900-gdf79404cd8, Yosys 0.63+post, stock flow scripts
make -C /OpenROAD-flow-scripts/flow DESIGN_CONFIG=/design/flow/config.mk WORK_HOME=/design/flow/orfs finish
==> results.py <==
# Flow results
metrics = {
    "finish": {
        "n_fill_cell": 627,
        "drive_gt1_frac": 0.0949,
        "logic_area_um2": 860,
        "area.sequential_um2": 2020,
        "area_growth_pct": 17.8,
    },
    "clocking": {
        "cts-hold-fix-buffers": 0,
        "numCtsBuffers": 9,
        "clock_latency_ns": 0.33,
        "post_cts_buffers": 0,
        "cts_resized": 0,
        "cts.htree.levels": 3,
        "clock_path_buffers": 2,
        "root_buffer": "clkbuf_8",
        "cts_sinks": 69,
        "cts.clk_slew.worst_paths_ns": 0.07,
        "cts_tree": "yes",
    },
    "timing": {
        "timing.hold.ws_ns": 0.452,
        "fmax_mhz": 308,
        "rsz0062_at_grt": "false",
        "worstMarginPinSlew_ns": 0.672,
        "post-route-period-util": 0.637,
        "fin_crit_ns": 3.25,
        "setup_ws_ns": 1.85,
        "fin_tns_setup_ns": 0,
        "fin_worst_skew_ns": 0.00571,
        "slew_headroom": 0.550,
        "setup_viol": 0,
        "hold_violations": 0,
        "slew_violations": 0,
    },
    "critical_path": {
        "criticalPathCategory": "input pin to flop",
        "startpoint_type": "input pin",
        "worstReg2RegEnd": "array[7][5]",
        "reg2reg_depth": 4,
        "r2r_setup_slack_ns": 2.59,
        "cp-end-kind": "flop",
        "r2r-start": "len[3]",
        "path_max_fanout": 27,
        "cp.arrival_ns": 3.22,
        "required_ns": 5.07,
    },
    "drt": {
        "vias": 1767,
        "final_antenna_net_count": 0,
        "avgRoutedWirePerCell_um": 12.2,
        "vias_per_cell": 4.52,
        "wirelength_um": 4780,
        "dr.pass1.iters": 4,
        "n_antenna_cell": 0,
        "drtIter0Drc": 106,
        "drc_errors": 0,
    },
    "synth": {
        "yosysTopAreaCellShare": 0.654,
        "most_common_cell": "nand2_1",
        "area_leaders": "edfxtp_1, nand2_1, mux2_2",
        "postSynthSeqShare": 0.688,
        "common_cells": "nand2_1, edfxtp_1, mux2_2",
        "synth.avg_cell_area_um2": 11.0,
        "ff_type": "edfxtp_1",
        "syn-cell-area_um2": 2940,
        "ys_ff": 69,
        "syn_inst": 268,
        "yosys.area.top_type": "edfxtp_1",
        "synth-edff-count": 64,
        "ys_cells": 268,
        "ys_area_um2": 2940,
        "synth_async_sr_flop_share": 0,
        "yosysWarnings": 2,
        "synth_cell_types": 27,
    },
    "global_routing": {
        "grt_first_pass_wirelength_um": 7910,
        "grt_max_degree": 51,
        "antenna_found_initial": 0,
        "grt_pass1_vias": 1702,
        "overflow": 0,
        "grt_usage": 0.143,
    },
    "pwr": {
        "clkPwrFrac": 0.350,
        "combinationalPowerShare": 0.116,
        "peakVddDrop_mv": 0.135,
        "p_switching_mw": 0.295,
        "switching_share": 0.225,
        "seqPwrFrac": 0.534,
        "power.internal_mw": 1.02,
        "leakage_nw": 1.38,
        "p_per_area_nw_per_um2": 379,
    },
    "floorplanning": {
        "die_w_um": 87.7,
        "rows": 30,
        "fp_util": 0.423,
        "dieArea_um2": 7690,
        "top_level_ports": 23,
        "die_h_um": 87.7,
        "core_area_um2": 6940,
    },
    "run_status": {
        "status": "complete, no violations",
    },
    "placement": {
        "pre_cts_ws_ns": 1.43,
        "place.gp.congestion": 0.782,
        "port_buffers": 22,
        "dpl.hpwl_um": 2990,
    },
    "flow_run": {
        "warnings": 26,
        "drv_cap": 0,
    },
    "hold_path": {
        "hold_class": "flop to flop",
        "hp-start": "array[6][6]",
        "hold_depth": 0,
        "holdPathEnd": "array[7][6]",
    },
}
==> through the flow <==
step                instances  total power, mW  instance area (um^2)   util
floorplan                 268            0.812                  2940      -
global placement          375            0.865                  3260  0.469
global route              391             1.38                  3460  0.498
finish                    391             1.31                  3460  0.498
CTS                       391             1.33                  3460  0.498
detailed placement        375            0.867                  3260  0.469
==> logic make-up after synthesis <==
group | after synthesis | share of synthesized area
and+or+nand+nor | 161 | 0.218
DFF | 69 | 0.688
buffers and inverters | 17 | 0.0264
muxes | 10 | 0.0379
AOI/OAI and AO/OA | 7 | 0.0157
xor gates and xnor gates | 2 | 0.00596
adders and majority gates | 2 | 0.00851
==> state kept, by name, indices dropped and copies added (netlist names) <==
name and cells:
array 64, len 4, rd_val 1
==> placed cells by master (no fill, tap or decap), types with 2 or more instances in the layout <==
cell type	instances
a211oi_1	2
a21oi_1	2
and2b_1	2
buf_4	3
bufinv_16	2
clkbuf_8	9
clkdlybuf4s50_1	22
clkinv_1	2
clkinv_2	2
dfxtp_1	5
edfxtp_1	64
ha_1	2
inv_1	3
mux2_2	9
nand2_1	146
nor2_1	5
==> power groups by stage <==
| stage | clock network (mW) | registers [mW] | logic [mW] |
|---|---|---|---|
| 6_report | 0.459 | 0.700 | 0.153 |
| 5_1_grt | 0.496 | 0.706 | 0.174 |
| 4_1_cts | 0.472 | 0.700 | 0.156 |
==> worst max-delay path: stages <==
cell and delay [ns]:
clkdlybuf4s50_1 0.49, and2b_1 0.42, nand2b_2 0.43, buf_4 0.36, nor2_1 0.48
==> worst max-delay path by stage <==
stage	startpoint	end	slack, ns	cells past startpoint
CTS	wr_en	array[7][5]	1.81	5
global route	wr_en	array[7][6]	1.65	5
finish	wr_en	array[7][5]	1.85	5
==> routing by layer <==
layer,vias to the layer above,track usage,share of wire
met3,4,0.0506,0.061
li1,930,-,-
met4,0,0.0194,0.0077
met2,45,0.188,0.41
met5,-,0,0
met1,788,0.257,0.52
==> final cells by class <==
type	count	area share
Clock buffer	10	0.0369
Clock inverter	6	0.0224
Inverter	3	0.00325
Multi-Input combinational cell	182	0.248
Sequential cell	69	0.584
Tap cell	96	0.0347
Timing Repair Buffer	25	0.0701
No activity file was given, so power comes from the tool's default toggle rates.
